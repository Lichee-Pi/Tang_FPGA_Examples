**flow/constraint.sdc**
```tcl
current_design cameraReader

set clk_period 3.7
set clk_io_pct 0.2

create_clock -name clk0 -period $clk_period [get_ports {csi_pclk}]

set non_clock_inputs [all_inputs -no_clocks]
set_input_delay [expr $clk_period * $clk_io_pct] -clock clk0 $non_clock_inputs
set_output_delay [expr $clk_period * $clk_io_pct] -clock clk0 [all_outputs]
```
**flow/config.mk**
```make
export PLATFORM = sky130hd
export DESIGN_NAME = cameraReader
export DESIGN_NICKNAME = cameraReader
export VERILOG_FILES = /design/flow/design.v
export SDC_FILE = /design/flow/constraint.sdc
export NUM_CORES = 4
export LEC_CHECK = 1
export CORE_UTILIZATION = 40
```
**flow/design.v**
```verilog
module cameraReader
(
	input clk,
	input reset_n,
	output csi_xclk,
	input csi_pclk,
	input [7:0] csi_data,
	input csi_vsync,
	input csi_hsync,
	output reg [15:0] data_out = 0,
	output wire wrreq,
	output wire wrclk,
	output reg [19:0]wraddr
);
reg [19:0] pixel_counter = 0;
assign csi_xclk = (reset_n == 1) ? clk : 0;
reg vsync_passed = 0;
reg write_pixel = 0;
reg wrclk1 = 0;
always@(posedge csi_pclk)
wrclk1 <= ~wrclk1;
always@(negedge wrclk1)
begin
	if(csi_hsync == 1)
		write_pixel <= 1;
	else
		write_pixel <= 0;
end
reg [7:0] subpixel;
reg [15:0] current_pixel;
always@(posedge wrreq )
begin
	data_out <= current_pixel;
end
always@(posedge csi_pclk)
begin
	if(reset_n == 0)
		begin
			pixel_counter <= 0;
			vsync_passed <= 0;
		end
	else
		begin
			if(csi_vsync == 1)
			begin
				pixel_counter <= 0;
				vsync_passed <= 1;
				wraddr <= 0;
			end
			else
				if(csi_hsync == 1 && vsync_passed == 1)
				begin
					if(pixel_counter[0] == 0)
					begin
						pixel_counter <= pixel_counter + 1;
						subpixel <= csi_data;
					end
					else
					begin
						current_pixel <= { csi_data, subpixel};
						pixel_counter <= pixel_counter + 1;
						wraddr <= wraddr + 1;
					end
				end
				else
				begin
				if(write_pixel == 1)
					pixel_counter <= pixel_counter + 1;
				else
					pixel_counter <= 0;
				end
			end
end
assign wrreq = (write_pixel == 1) && pixel_counter > 2 ? wrclk1 : 0;
assign wrclk = ~csi_pclk;
endmodule
```
**flow/run.sh**
```bash
#!/bin/bash
# OpenROAD 26Q1-2900-gdf79404cd8, Yosys 0.63+post, stock flow scripts
make -C /OpenROAD-flow-scripts/flow DESIGN_CONFIG=/design/flow/config.mk WORK_HOME=/design/flow/orfs finish
```
==> impl_metrics.json <==
{
  "cts-htree-levels": 3,
  "dp.cells": 411,
  "critPathSlowestCell": "clkdlybuf4s50_1",
  "rows": 32,
  "grtUsageTotal_pct": 14.7,
  "cts_hold_buffers": 0,
  "layout-drive-gt1-share_pct": 8.92,
  "firstDrtPassIters": 4,
  "max_stage_delay_ns": 0.44,
  "critPathArrivalTime_ns": 2.67,
  "cp_max_fo": 13,
  "ant_nets": 0,
  "diodes": 0,
  "status": "completed",
  "cts_tree": "done",
  "reg2reg_slack_ns": 1.53,
  "cts_made_buffers": 9,
  "grt_max_degree": 25,
  "hold_violations": 0,
  "gp_congestion": 0.827,
  "reg2reg_depth": 5,
  "post-route-util_pct": 52.6,
  "ir_drop_uv": 241,
  "hold-worst-slack_ns": 0.401,
  "ys_warn_count": 1,
  "seq_area_um2": 2100,
  "syn_area_per_cell_um2": 12.2,
  "untimed_endpoints": 33,
  "synth_flops": 83,
  "reg2reg_to": "wraddr[16]",
  "finalSetupViolations": 0,
  "worst_ep_required_time_ns": 2.96,
  "slew-limit-headroom_pct": 69.2,
  "worstHoldStart": "wrclk1",
  "wirelength_um": 5470,
  "die-area_um2": 8260,
  "core-area_um2": 7690,
  "synth_cell_types": 35,
  "clock_skew_ns": 0.00793,
  "antenna_found_initial": 0,
  "clk_path_buf_depth": 2,
  "place.port_buffers": 51,
  "cts_resized": 0,
  "wire_per_inst_um": 12.8,
  "root_buffer": "clkbuf_8",
  "clk_pin_slew_ns": 0.07,
  "end_kind": "output pin",
  "unclocked_regs": 17,
  "insertion_delay_ns": 0.33,
  "logic_area_um2": 997,
  "n_fill_cell": 672,
  "tightest_slew_ns": 0.458,
  "ios": 52,
  "grt_pass1_wl_um": 9200,
  "hpwlAfterDp_um": 3730,
  "criticalPathCategory": "clock port to output pin",
  "edf_count": 44,
  "async_reset_ff_share_pct": 0,
  "setup_tns_ns": 0,
  "r2r-start": "wraddr[0]",
  "grt_setup_unrepaired": "no",
  "p_total_w": 0.00157,
  "initial_utilization_pct": 41.1,
  "critPathLaunchType": "clock port",
  "path_cells": "clkbuf_8, clkbuf_8, inv_1, clkdlybuf4s50_1",
  "drc": 0,
  "die_y_um": 90.9,
  "crit_path_frequent_cell": "clkbuf_8",
  "instances_no_fill": 427,
  "maxCapViolCount": 0,
  "die_w_um": 90.9,
  "syn_area_um2": 3160,
  "yosys_area_um2": 3160,
  "setup.worst_path.start": "csi_pclk",
  "area_delta_synth_final_pct": 28.1,
  "netlist_instances": 260,
  "ys_seq_share_pct": 66.5,
  "drt_iter0_drc": 93,
  "min_path_type": "register to register",
  "power_density_nw_per_um2": 388,
  "post_cts_buffers": 0,
  "first_global_vias": 1846,
  "drv_slew": 0,
  "num_vias": 2089,
  "gr-total-overflow": 0,
  "ff_type": "edfxtp_1",
  "p_leak_nw": 1.35,
  "cp-endpoint": "wrclk",
  "warnings": 28,
  "viasPerCell": 4.89,
  "ys_cells": 260
}
-- cell families after synthesis --
family | synth area share, %
adders and majority gates | 1.19
AOI/OAI and AO/OA | 4.12
and+or+nand+nor | 18.5
xor gates and xnor gates | 7.21
muxes | 0.356
buffers and inverters | 2.06
DFF | 66.5
-- worst min path at each step --
| stage | to | cells after the start |
|---|---|---|
| 6_report | wrclk1 | 1 |
| 5_1_grt | wrclk1 | 1 |
| 4_1_cts | wrclk1 | 1 |
-- cells in the mapped netlist (all sizes together) (5+ instances only) --
library cell | instances | share of area, %
a21oi | 10 | 1.6
o21ai | 8 | 1.3
nor2 | 32 | 3.8
nor4 | 9 | 1.8
nand4 | 13 | 3.0
inv | 10 | 1.2
nand3 | 12 | 2.3
xnor2 | 15 | 4.2
clkbuf | 7 | 0.87
edfxtp | 44 | 42
nor3 | 5 | 0.79
dfxtp | 39 | 25
nand2 | 11 | 1.3
xor2 | 11 | 3.0
or3 | 9 | 1.8
-- report_power, final --
part / switching (W) / internal [W]
Clock: 0.000294 / 0.000391
Sequential: 0.0000153 / 0.000799
Combinational: 0.0000280 / 0.0000405
Total: 0.000338 / 0.00123
-- layout make-up --
cell class,count,share of cell area [%]
multi-input combinational,160,24.6
tap,102,3.15
sequential,83,51.9
clock buffer,13,5.16
timing repair buffer,55,13.3
clock inverter,5,0.959
inverter,9,0.835
-- through the flow --
step,setup WS (ns),instance area (um^2)
after CTS,0.273,4050
after detailed placement,0.647,3810
after global placement,0.647,3810
final,0.294,4050
after floorplan,1.10,3160
after global routing,0.256,4050
-- sequential cells by signal, indices dropped and copies added (netlist names) --
register       flops
current_pixel     16
pixel_counter     20
data_out          16
wrclk1             1
subpixel           8
vsync_passed       1
wraddr            20
write_pixel        1
-- metal layers --
layer | GRT usage, % | vias up | wire length, um
li1 | - | 1060 | -
met1 | 26.2 | 972 | 2800
met2 | 19.7 | 52 | 2320
met3 | 4.20 | 5 | 302
met4 | 1.72 | 0 | 55
met5 | 0 | - | 0
-- worst max-delay path: cells and delay by family --
kind	cells	cell delay, ns
buf+inv	4	0.81
-- cell usage in the layout (no fill, tap or decap), drive strengths merged, types with 2 or more instances in the layout --
master	count
and4	3
nor2	32
a21oi	10
edfxtp	44
buf	5
nor2b	3
inv	11
clkinv	3
and3	2
and2	3
clkdlybuf4s50	51
xor2	11
nor3	5
o21ai	8
nand2	11
dfxtp	39
clkbuf	12
or3	9
ha	3
nand3	12
or4	2
nand4	13
nor4	9
xnor2	15
