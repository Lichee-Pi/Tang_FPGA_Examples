### design/flow/config.mk
export PLATFORM = sky130hd
export DESIGN_NAME = lcd_sync
export DESIGN_NICKNAME = lcd_sync
export VERILOG_FILES = /design/flow/design.v
export SDC_FILE = /design/flow/constraint.sdc
export NUM_CORES = 4
export LEC_CHECK = 1
export CORE_UTILIZATION = 40
### design/flow/constraint.sdc
current_design lcd_sync

set clk_period 5.1
set clk_io_pct 0.2

create_clock -name clk0 -period $clk_period [get_ports {clk}]

set non_clock_inputs [all_inputs -no_clocks]
set_input_delay [expr $clk_period * $clk_io_pct] -clock clk0 $non_clock_inputs
set_output_delay [expr $clk_period * $clk_io_pct] -clock clk0 [all_outputs]
### design/flow/design.v
module lcd_sync
#(
	parameter IMG_W = 100,   
	parameter IMG_H = 100,   
	parameter IMG_X = 0,
	parameter IMG_Y = 0
)
(
	input wire clk,
	input wire rest_n,
	output wire lcd_clk,
	output wire lcd_pwm,
	output wire lcd_hsync, 
	output wire lcd_vsync, 
	output wire lcd_de,
	output wire [10:0] hsync_cnt,
	output wire [10:0] vsync_cnt,
	output wire img_ack,
	output wire [15:0]addr
	);
	localparam TFT_H = 800;   
	localparam TFT_V = 480;   
	localparam thb = 256;
	localparam th = 1056 + thb;
	localparam tvb = 45;
	localparam tv = 525 + tvb;
	reg [10:0] counter_hs;
	reg [10:0] counter_vs;
	always@(posedge clk)begin
	if(rest_n == 1'b0)begin
		counter_hs <= 0;
		counter_vs <= 0;
	end
	else begin
	if(counter_hs == th	)begin
		if(counter_vs == tv)
			counter_vs <= 0;
		else
			counter_vs <= counter_vs + 1;
			counter_hs <= 0;
	end
	else
		counter_hs <= counter_hs + 1;
	end	
	end
	reg [10:0]img_hbegin = 0;    
	reg [10:0]img_vbegin = 0;    
	assign lcd_clk = (rest_n == 1) ? clk : 1'b0;
	assign lcd_pwm = (rest_n == 1) ? 1'b1 : 1'b0;
	assign lcd_hsync = (counter_hs >= (thb+4) && counter_hs < (th-5)) ? 0 : 1;
	assign lcd_vsync = (counter_vs >= (tvb+2) && counter_vs < (tv-5)) ? 0 : 1;
	assign lcd_de = (counter_hs >= thb && counter_hs <= th && counter_vs >= tvb  && counter_vs < tv) ? 1 : 0;
 	assign hsync_cnt = counter_hs;
 	assign vsync_cnt = counter_hs;
	assign img_ack = lcd_de &&
	((counter_hs - thb) >= IMG_X && (counter_hs - thb) < (IMG_X + IMG_W)) && 
	((counter_vs - tvb) >= IMG_Y && (counter_vs - tvb) < (IMG_Y + IMG_H))?1'b1:1'b0;
 	reg [15:0]read_addr;              
 	assign addr = read_addr;
 	 always@(posedge clk or negedge rest_n)
     begin
         if(!rest_n)
             read_addr <= 16'd0;
         else if(img_ack)
             read_addr <= (counter_hs - IMG_X - thb) + (counter_vs - IMG_Y - tvb)*IMG_W;
         else
             read_addr <= 16'd0;  
     end
endmodule
### design/flow/run.sh
#!/bin/bash
# OpenROAD 26Q1-2900-gdf79404cd8, Yosys 0.63+post, stock flow scripts
make -C /OpenROAD-flow-scripts/flow DESIGN_CONFIG=/design/flow/config.mk WORK_HOME=/design/flow/orfs finish
==> reports/metrics.csv <==
metric,value,unit
drt drc,0,
"delay-heaviest family, CP",adder cells,
normalized max-slew margin,0.525,
Core ar.,8850,um^2
Crit. Startpoint,counter_vs[1],
drt pass-1 iters,15,
DIE HEIGHT,98.1,um
simple share,0.171,
flip-flops with a built-in enable,0,
worst endpoint required time,5.37,ns
Worst-Margin Slew,0.708,ns
Setup-failing EPs final,0,
CP max stage cell,fa_1,
yosys xor share,0.128,
"FF+latch count, synth",38,
Post-Syn Area,3690,um^2
post-cts sizing count,0,
Row Count,34,
CTS tree,yes,
CP Launch Type,flip-flop,
antenna cells,0,
Post-Synth AOI/OAI Area,0.134,
final core utilization,0.486,
input/output buffers,45,
syn avg cell area,8.53,um^2
FMAX,212,MHz
Post-synth seq share,0.228,
FF-to-FF End,read_addr[14],
vias,2825,
critical path class,flip-flop to flip-flop,
first-pass GRT wire length,12900,um
Synth Flop Type,dfxtp_1,
Yosys Warn Count,1,
OpenROAD warnings,38,
Post-Synthesis Cells,433,
CP bufs+invs,5,
setup TNS,0,ns
Vias/cell,4.89,
worst reg2reg setup slack,0.38,ns
CP Capture Type,flip-flop,
"Slew Viols, Final",0,
Critical Path AT,4.99,ns
total grt overflow,0,
status,completed,
P per Cell Area,143,nW/um^2
GPL Wtd Cong,0.859,
clock skew,0.00580,ns
crit-path cells,inv_1 > ha_1 > nor2_2 > xor2_2 > inv_1 > ha_1 > ha_1 > inv_1 > fa_1 > inv_1 > ha_1 > inv_1 > nor2_1 > o21a_1 > o21ai_1 > nand2b_1 > a21oi_1 > xnor2_1 > ha_1 > a2111o_1 > o21ai_0 > a21oi_1 > xnor2_1 > nor2_1,
WHS Endpoint,counter_hs[0],
DP Wirelength,5760,um
initial antenna violation count,0,
placed insts,567,
Antenna Nets Post-Route,0,
chip area,9630,um^2
r2r worst-path depth,24,
area growth from synthesis to layout,16.5,%
distinct lib cells,56,
CTS Hold Bufs,0,
Iteration-0 DRC Markers,95,
yosys stat area,3690,um^2
filler cell count,853,
All-Layer GR Usage,0.167,
fin cells,578,
MUX share of area,0,
max incr delay on CP,0.49,ns
comb area leader,adder cells,
number of setup buffers added after CTS,0,
share of layout cells above drive strength 1,0.0830,
min Tclk post-route,4.72,ns
ys cells,433,
hold_sp,counter_hs[0],
Leakage,2.00,nW
clk latency late pin,0.39,ns
Initial Utilization,0.418,
hold depth,1,
pin count of the biggest net entering global routing,18,
Adder-Cell Fraction of Synth Area,0.236,
min-delay worst type,flip-flop to flip-flop,
max-cap violations,0,
Detailed Route WL,7280,um
Async SR Flop Fraction,0.421,
number of global-route vias before repair,2816,
Die X,98.1,um
clock slew at reported path FFs,0.08,ns
RSZ-0062 raised after global routing,false,
Routed WL per cell,12.6,um
fin crit share,0.926,
Max VDD drop,0.0000890,V
reg2reg start,counter_vs[1],
Top Ports,46,
crit path max fanout,5,
Fin. Hold Viols,0,
## how the worst max path moves through the flow
| stage | to | depth (start not counted) |
|---|---|---|
| 6_report | read_addr[14] | 24 |
| 4_1_cts | read_addr[14] | 19 |
| 5_1_grt | read_addr[14] | 24 |
## layout make-up
cell class,instances,area [um^2],share of cell area
sequential,38,843,0.196
clock buffer,10,134,0.0311
timing repair buffer,49,478,0.111
inverter,49,184,0.0427
multi-input combinational,322,2520,0.585
clock inverter,2,12.5,0.00291
tap,108,135,0.0314
## stage by stage
stage | hold WS [ns] | instance area, um^2 | power (mW) | setup WS [ns]
after floorplan | 0.473 | 3690 | 0.325 | 0.369
after global placement | 0.541 | 4120 | 0.347 | 0.305
after detailed placement | 0.541 | 4120 | 0.347 | 0.210
after CTS | 0.568 | 4250 | 0.631 | 0.174
after global routing | 0.619 | 4300 | 0.648 | 0.00157
final | 0.563 | 4300 | 0.615 | 0.378
## synthesized netlist by cell type (all sizes together), types with 2 or more instances
cell type	instances	area, um^2
nand2	24	90.1
nor3	7	46.3
nand4	5	46.3
inv	49	184
fa	8	160
xnor2	32	288
a31oi	3	18.8
ha	57	713
a21boi	2	15.0
dfrtp	16	400
nand2b	5	31.3
o21bai	2	15.0
xor2	21	184
dfxtp	22	440
and2	3	18.8
nor4	2	18.8
a21o	8	61.3
o21a	6	45.0
a211oi	2	15.0
nor2	51	194
clkbuf	4	45.0
and3	5	32.5
nor3b	3	22.5
buf	20	155
nand3	10	50.1
or3	3	23.8
nor2b	3	18.8
or2	2	12.5
o21ai	23	119
a21oi	23	115
## cell usage in the layout (no fill, tap or decap), drive strengths merged, types with 2 or more instances in the layout
cell,n
a211oi,2
and3,5
clkbuf,9
nand3,10
xnor2,32
or2,2
xor2,21
nand4,5
nor2b,3
nor4,2
ha,57
o21a,6
and2,3
a31oi,3
nor2,51
o21ai,23
nor3b,3
a21oi,23
dfrtp,16
nand2b,5
o21bai,2
a21boi,2
buf,5
fa,8
dfxtp,22
inv,49
nor3,7
a21o,8
nand2,24
or3,3
clkdlybuf4s50,45
## state kept, by name, summed over array words and instances, names as in the netlist
register / cells
counter_vs: 11
read_addr: 16
counter_hs: 11
## logic make-up after synthesis
| logic type | count (synthesis) |
|---|---|
| XOR/XNOR | 53 |
| AND-OR/OR-AND | 78 |
| AND/OR/NAND/NOR | 126 |
| adder cells (fa/ha/maj) | 65 |
| buffers and inverters | 73 |
| flip-flops | 38 |
## metal layers
metal	track usage	vias to the layer above	part of all wire
met5	0	-	0
met4	0.0186	0	0.0080
met3	0.0465	6	0.049
met2	0.258	55	0.43
met1	0.247	1264	0.51
li1	-	1500	-
## report_power, final
group / switching [mW] / leakage [nW] / internal [mW]
clock: 0.117 / 0.0751 / 0.167
combinational: 0.0120 / 1.52 / 0.0135
sequential: 0.00488 / 0.402 / 0.300
total: 0.134 / 2.00 / 0.481
Power and IR drop assume default switching activity.
